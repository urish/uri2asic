===== ./constraint.sdc =====
current_design frequency_counter

set clk_period 4.1
set clk_io_pct 0.2

create_clock -name clk0 -period $clk_period [get_ports {clk}]

set non_clock_inputs [all_inputs -no_clocks]
set_input_delay [expr $clk_period * $clk_io_pct] -clock clk0 $non_clock_inputs
set_output_delay [expr $clk_period * $clk_io_pct] -clock clk0 [all_outputs]

===== ./run.sh =====
#!/bin/bash
# OpenROAD 26Q1-2900-gdf79404cd8, Yosys 0.63+post, stock flow scripts
make -C /OpenROAD-flow-scripts/flow DESIGN_CONFIG=/design/flow/config.mk WORK_HOME=/design/flow/orfs finish

===== ./design.v =====
`default_nettype none
`timescale 1ns/1ps
module edge_detect (
    input wire              clk,
    input wire              signal,
    output wire             leading_edge_detect
    );
reg q0;
reg q1;
reg q2;
wire edge_detect = q1 ^ q2;
assign leading_edge_detect = q1 & (edge_detect);
always @(posedge clk) begin
    q0 <= signal;
    q1 <= q0;
    q2 <= q1;
end
endmodule
`default_nettype none
`timescale 1ns/1ps
module frequency_counter #(
    localparam UPDATE_PERIOD = 1200,
    localparam BITS = 12
)(
    input wire              clk,
    input wire              reset,
    input wire              signal,
    input wire [BITS-1:0]   period,
    input wire              period_load,
    output wire [6:0]       segments,
    output wire             digit
    );
    localparam STATE_COUNT  = 0;
    localparam STATE_TENS   = 1;
    localparam STATE_UNITS  = 2;
    wire leading_edge_detect;
    reg [2:0] state = STATE_COUNT;
    reg [BITS-1:0] update_period;
    reg [BITS-1:0] cycles;
    reg [BITS-1:0] edges;
    reg [3:0] ten_count;
    edge_detect edge_detect0 (
        .clk(clk), 
        .signal(signal), 
        .leading_edge_detect(leading_edge_detect)
    );
    seven_segment seven_segment1 (
        .clk(clk),
        .reset(reset),
        .load(state == STATE_UNITS),
        .ten_count(ten_count),
        .unit_count(edges[3:0]),
        .segments(segments),
        .digit(digit)
    );
    always @(posedge clk) begin
        if(reset) begin
            update_period <= UPDATE_PERIOD;
        end else if (period_load) begin
            update_period <= period;
        end
    end;
    always @(posedge clk) begin
        if(reset) begin
            state <= STATE_COUNT;
            cycles <= 0;
            ten_count <= 0;
            edges <= 0;
        end else begin
            case(state)
                STATE_COUNT: begin
                    cycles <= cycles + 1;
                    if (leading_edge_detect == 1) begin
                        edges <= edges + 1;
                    end
                    if (cycles == update_period) begin
                        state <= STATE_TENS;
                    end
                end
                STATE_TENS: begin
                    if (edges > 9) begin
                        ten_count <= ten_count + 1;
                        edges <= edges - 10;
                    end else begin
                        state <= STATE_UNITS;
                    end
                end
                STATE_UNITS: begin
                    edges <= 0;
                    cycles <= 0;
                    ten_count <= 0;
                    state <= STATE_COUNT;
                end
                default:
                    state           <= STATE_COUNT;
            endcase
        end
    end
endmodule
`default_nettype none
`timescale 1ns/1ps
module seven_segment (
    input wire          clk,
    input wire          reset,
    input wire          load,
    input wire [3:0]    ten_count,
    input wire [3:0]    unit_count,
    output reg [6:0]    segments,
    output reg          digit
);
reg [3:0]ten;
reg [3:0]unit;
wire [3:0]digit_value = digit ? ten : unit;
always @(*) begin
    case(digit_value)
        0:  segments = 7'b0111111;
        1:  segments = 7'b0000110;
        2:  segments = 7'b1011011;
        3:  segments = 7'b1001111;
        4:  segments = 7'b1100110;
        5:  segments = 7'b1101101;
        6:  segments = 7'b1111100;
        7:  segments = 7'b0000111;
        8:  segments = 7'b1111111;
        9:  segments = 7'b1100111;
        default:    
            segments = 7'b0000000;
    endcase
end
always @(posedge clk) begin
    if (reset) begin
        ten <= 4'hf;
        unit <= 4'hf;
        digit <= 0;
    end else begin
        digit <= !digit;
        if (load) begin
            ten <= ten_count;
            unit <= unit_count;
        end
    end
end
endmodule

===== ./config.mk =====
export PLATFORM = sky130hd
export DESIGN_NAME = frequency_counter
export DESIGN_NICKNAME = frequency_counter
export VERILOG_FILES = /design/flow/design.v
export SDC_FILE = /design/flow/constraint.sdc
export NUM_CORES = 4
export LEC_CHECK = 1
export CORE_UTILIZATION = 30

==> impl_metrics.ini <==
; yosys + openroad results
[cts]
root_buffer = clkbuf_8
cts_setup_buffers = 0
htreeDepth = 2
cts_resized = 0
clk_pin_slew_worst_paths_ns = 0.10
cts.sinks = 54
ctsHoldBuffers = 0
clk_latency_ns = 0.31
cts.path.max_buffers = 2
cts_tree = yes
numCtsBuffers = 5

[logic_synthesis]
synth-main-ff-cell = dfxtp_1
area_leaders = dfxtp_1 (36%), mux2i_1 (8.3%), ha_1 (6.6%)
top_area_share_pct = 35.9
async_flop_share_pct = 0
ys_cells = 353
ys_warn_count = 3
avgSynthCellArea_um2 = 8.54
yosys.area.top_type = dfxtp_1
ys_seq_share_pct = 35.9
ys_types = 56
syn_inst = 353
netlist_area_mm2 = 0.00302
synth-area-yosys_mm2 = 0.00302
edf_count = 0
synth-seq-cells = 54

[final_timing]
rsz0062_at_grt = no
min_period_over_period_pct = 80.8
slew_headroom_pct = 49.8
period_needed_ns = 3.31
clock_skew_ns = 0.0105
worst_pin_slew_ns = 0.732
fmax_mhz = 302
drv_slew = 0
fin_tns_setup_ns = 0
finalHoldViolCount = 0
setup-violations-final = 0
worst_hold_slack_ns = 0.331

[layout]
nFillCells = 999
area_growth_syn_to_layout_pct = 14.0
finalInstanceArea_mm2 = 0.00344
drive_gt1_share_pct = 6.85

[run_status]
status = finished, final reports clean

[worst_hold_path]
worstHoldStart = edge_detect0.q0
hp-class = register to register
worstHoldEndpoint = edge_detect0.q1
min_path_cells = 0

[floorplan]
core_area_mm2 = 0.00977
die_h_um = 102
core.rowCount = 36
fp_util_pct = 30.8
io_pins = 24
die_w_um = 102
die_area_mm2 = 0.0105

[pwr]
power.leakage_nw = 1.22
power_mw = 1.05
powerDensity_mw_per_mm2 = 305
ir_worst_vdd_mv = 0.200

[routing]
firstDrtPassIters = 4
drt-initial-drc-count = 155
drt_wl_total_um = 6250
vias = 2471
wl_per_cell_um = 12.5
drc = 0
antenna_cells_inserted = 0
detail-route-antenna-nets = 0
viasPerCell = 4.96

[grt]
grt_use_total_pct = 13.2
grt_pass1_vias = 2291
antenna_found_initial = 0
grt_overflow = 0
grt_max_degree = 29
grt_pass1_wl_um = 11000

[placed_design]
placed_area_mm2 = 0.00334
gp_congestion = 0.849
port_buffers = 23
hpwl_um = 4280

[worst_setup_path]
worstSetupEndpointType = output pin
r2r-start = state[0]
r2r_end = edges[9]
crit_type = register to output pin
crit_start = seven_segment1.digit
worstPathMaxFanout = 10
crit_required_ns = 3.28
crit_path_start_kind = register
rr_worst_depth = 6
worstPathArrival_ns = 2.49
reg2reg_slack_ns = 1.56

[run]
maxCapViolCount = 0
warnings = 35
==> how the worst max path moves through the flow <==
stage | endpoint | slack, ns | depth (start not counted)
4_1_cts | segments[0] | 0.76 | 6
5_1_grt | segments[3] | 0.53 | 6
6_report | segments[0] | 0.79 | 6
==> cell families after synthesis <==
kind of cell,count (synthesis),synth area share (%)
flops,54,35.9
buf+inv,32,4.32
compound gates,82,18.0
mux,26,8.67
fa+ha+maj,16,6.64
simple gates,116,18.7
xor+xnor,27,7.84
==> worst max-delay path: stages (launching register included) <==
cell             delay (ns)
dfxtp_1                0.51
mux2i_1                0.68
inv_1                  0.16
nor2_1                 0.17
o21ai_0                0.08
o21ai_0                0.10
clkdlybuf4s50_1        0.48
==> stage by stage <==
step	worst slack (ns)	cells	util, %
CTS	0.763	498	35.2
global route	0.529	498	35.2
global placement	1.20	490	34.2
finish	0.786	498	35.2
floorplan	1.80	353	-
detailed placement	1.12	490	34.2
==> metal layers <==
metal	vias to the layer above	track usage, %	wire length [µm]
met2	37	21.4	2850
met1	1153	19.7	3130
met4	0	1.54	58
met5	-	0	0
li1	1277	-	-
met3	4	1.53	206
==> synth_stat cells, types with 5 or more instances <==
library cell,number
dfxtp_1,54
nor2_1,35
nand2_1,31
mux2i_1,25
a21oi_1,24
o21ai_0,17
xnor2_1,17
ha_1,16
clkbuf_1,13
inv_1,11
nand3_1,11
xor2_1,10
nand4_1,9
o22ai_1,6
buf_1,5
or2_2,5
==> state kept, by name, summed over array words and instances, names as in the netlist <==
register	flops
edge_detect0.q1	1
seven_segment1.digit	1
update_period	12
cycles	12
edges	12
seven_segment1.unit	4
edge_detect0.q2	1
seven_segment1.ten	4
state	2
ten_count	4
edge_detect0.q0	1
==> final cells by class <==
cell class | instances | area [µm²] | share of cell area [%]
Tap cell | 133 | 166 | 4.84
Inverter | 11 | 41.3 | 1.20
Timing Repair Buffer | 25 | 245 | 7.14
Multi-Input combinational cell | 267 | 1800 | 52.5
Clock inverter | 2 | 16.3 | 0.473
Clock buffer | 6 | 82.6 | 2.40
Sequential cell | 54 | 1080 | 31.5
==> layout by cell type, fill, tap and decap left out, types with 5 or more instances in the layout <==
cell type and instances:
nand2_1 31, nand4_1 9, nand3_1 11, o21ai_0 17, or2_2 5, mux2i_1 25
o22ai_1 6, nor2_1 35, ha_1 16, xor2_1 10, inv_1 11, xnor2_1 17
dfxtp_1 54, a21oi_1 24, clkdlybuf4s50_1 23, clkbuf_8 6
==> where the power goes <==
| group | internal (mW) | switching [mW] |
|---|---|---|
| clock | 0.140 | 0.180 |
| sequential | 0.549 | 0.0244 |
| combinational | 0.0747 | 0.0799 |
Power figures rest on the tool's default switching activity, not on a simulated workload.
