## flow/config.mk

```make
export PLATFORM = sky130hd
export DESIGN_NAME = rgb_mixer
export DESIGN_NICKNAME = rgb_mixer
export VERILOG_FILES = /design/flow/design.v
export SDC_FILE = /design/flow/constraint.sdc
export NUM_CORES = 4
export LEC_CHECK = 1
export CORE_UTILIZATION = 50
```

## flow/constraint.sdc

```tcl
current_design rgb_mixer

set clk_period 3.9
set clk_io_pct 0.2

create_clock -name clk0 -period $clk_period [get_ports {clk}]

set non_clock_inputs [all_inputs -no_clocks]
set_input_delay [expr $clk_period * $clk_io_pct] -clock clk0 $non_clock_inputs
set_output_delay [expr $clk_period * $clk_io_pct] -clock clk0 [all_outputs]
```

## flow/design.v

```verilog
`default_nettype none
`timescale 1ns/1ns
module debounce 
#(parameter BITS = 3) (
    input wire clk,
    input wire reset,
    input wire button,
    output reg debounced
);
reg [BITS-1:0]counter;
reg prev_input;
always @(posedge clk) begin
    if (reset) begin
        counter <= 0;
        debounced <= 0;
        prev_input <= 0;
    end else if (prev_input != button) begin
        counter <= 0;
        prev_input <= button;
    end else if (counter != (1 << BITS) - 1) begin
        counter <= counter + 1;
    end else begin
        debounced = prev_input;
    end
end
endmodule
`default_nettype none
`timescale 1ns/1ns
module encoder (
    input clk,
    input reset,
    input a,
    input b,
    output reg [7:0] value
);
reg old_a;
reg old_b;
wire [3:0] inputs = {a, old_a, b, old_b};
reg [7:0] delta;
always @(*) begin
    case (inputs)
        4'b1000,
        4'b0111: delta <= 8'd1;
        4'b0010,
        4'b1101: delta <= 8'd255;
        default: delta <= 0;
    endcase
end
always @(posedge clk) begin
    if (reset) begin
        old_a <= 0;
        old_b <= 0;
        value <= 0;
    end else begin
        value <= value + delta;
        old_a <= a;
        old_b <= b;
    end
end
endmodule
`default_nettype none
`timescale 1ns/1ns
module pwm 
#(parameter WIDTH = 8, parameter INVERT = 1'b0) (
    input wire clk,
    input wire reset,
    output wire out,
    input wire [WIDTH-1:0] level
    );
reg [WIDTH-1:0]count;
assign out = INVERT ^ (!reset & (count < level));
always @(posedge clk) begin
    if (reset) begin
        count <= 0;
    end else begin
        count = count + 1;
    end
end
endmodule
`default_nettype none
`timescale 1ns/1ns
module rgb_mixer (
    input clk,
    input reset,
    input enc0_a,
    input enc0_b,
    input enc1_a,
    input enc1_b,
    input enc2_a,
    input enc2_b,
    output pwm0_out,
    output pwm1_out,
    output pwm2_out
);
genvar j;
wire [2:0]enc_a = {enc2_a, enc1_a, enc0_a};
wire [2:0]enc_b = {enc2_b, enc1_b, enc0_b};
wire [2:0]de_enc_a;
wire [2:0]de_enc_b;
wire [7:0]enc[2:0];
wire [7:0]enc0 = enc[0];
wire [7:0]enc1 = enc[1];
wire [7:0]enc2 = enc[2];
wire [2:0]pwm_out;
assign {pwm2_out, pwm1_out, pwm0_out} = pwm_out;
generate 
    for (j = 0; j <= 2; j++) begin
        debounce de_enc0_a(clk, reset, enc_a[j], de_enc_a[j]);
        debounce de_enc0_b(clk, reset, enc_b[j], de_enc_b[j]);
        encoder encoder0(clk, reset, de_enc_a[j], de_enc_b[j], enc[j]);
        pwm pwm0(clk, reset, pwm_out[j], enc[j]);        
    end
endgenerate
endmodule
```

## flow/run.sh

```bash
#!/bin/bash
# OpenROAD 26Q1-2900-gdf79404cd8, Yosys 0.63+post, stock flow scripts
make -C /OpenROAD-flow-scripts/flow DESIGN_CONFIG=/design/flow/config.mk WORK_HOME=/design/flow/orfs finish
```

==> Changelog: implementation <==
### Implementation results

* Top cell area share at 36.4%
* TritonCTS Buffers at 9
* Critical path data arrival time at 2.28 ns
* Flip-flops with a built-in enable at 0
* Starting Density at 52.3%
* Hold crit path type: flop to flop
* Critical path's slowest cell: clkdlybuf4s50_1
* Post-Layout Cell Count at around 620
* Power Density at between 300 and 400 mW/mm²
* CP peak stage delay at 0.45 ns
* Worst-path cell chain: inv_1 -> ha_1 -> nand3_1 -> nor2_1 -> a2111oi_0 -> o31a_1 -> clkdlybuf4s50_1
* Root buffer cell: clkbuf_8
* Critical Path RT at 3.12 ns
* Number of global-route vias before repair at 2,949
* Post-synth ARST share at 0%
* Hold-critical path depth at 2
* Setup tns final at 0 ns
* Worst vdd ir at around 190 µV
* Final Setup Violations at 0
* Min Tclk post-route at 3.06 ns
* CTS Hold Bufs at 0
* Cell leakage power at 0.00213 µW
* Synth Seq Share at about 36%
* Post-cts resize count at 0
* Synth warn at 4
* Avg Cell Area, Syn at approximately 9 µm²
* Pre-CTS WS at 0.963 ns
* Share of layout cells above drive strength 1 at 5.08%
* Cells after DPL at 604
* RSZ-0062 raised after global routing: false
* Via Count at 3,226
* Achievable Freq at 326 MHz
* IO Port Bufs at 10
* Area taken by multi-input logic gates at 0.00275 mm²
* Clk latency of the worst-skew pair at around 0.36 ns
* Chip area in the Yosys report at roughly 0.0046 mm²
* Max-cap viol count at 0
* DRT Wirelength at 7.13 mm
* Fin worst setup slack at 0.836 ns
* First-pass GRT wire length at 12.9 mm
* # DRC at 0
* Clock Sinks at 84
* Mapped cell area at roughly 0.0046 mm²
* Placer Congestion at about 0.84
* TritonRoute pass-1 iters at 6
* Flops out of synthesis at 84
* R2r worst-path depth at 8
* H-tree levels at 3
* Die H at 98.2 µm
* Post-CTS setup buffer count at 0
* Most used DFF post-synth: dfxtp_1
* Crit-path max FO at 3
* Vias per cell at 5.20
* Antenna violations before repair at 0
* Dominant cell type by area after synthesis: dfxtp_1
* Die width at 98.2 µm
* Worst slew margin at 60.7%
* Grt ovf at 0
* Synth Instances at ~500
* Final Max Slew Viols at 0
* Top cells by area: dfxtp_1 (36%), ha_1 (15%), nor2_1 (4.5%)
* Routed len/inst at 11.5 µm
* CP Launch Type: flop
* DP Wirelength at 5.17 mm
* Number of I/O pins at 11
* Tool warnings at 25
* Worst Skew at around 0.012 ns
* Crit path kind: flop to primary output
* Yosys cell count at ~500
* Rows at 34
* Largest net degree at the start of global routing at about 52
* Die area at 0.00964 mm²
* Area of the core at 0.00885 mm²
* CTS tree: built
* Inserted Diodes at 0
* Filler instances at between 700 and 800
* Endpoint type of the worst setup path: primary output
* Outcome: complete, no violations
* Power, Total at 1620 µW
* Syn-to-layout area delta at 8.12%
* Clock-pin slew on the worst setup and hold paths at 0.09 ns
* Final period util at between 70% and 80%
* Yosys cell types at 44
* ANT nets after route at 0
* Maximum buffer depth of the clock tree at 2
* DR iter-0 viols at around 62
* Final Hold Vio Count at 0
* Gr usage total at 16.3%
* Sequential Area at between 0.0015 and 0.002 mm²
* Slew @ Worst Pin at 0.590 ns
[cell usage after synthesis, types with 9 or more instances]
cell type	count
nor3b_1	10
clkbuf_1	13
mux2i_1	14
nand2_1	11
a21o_1	15
nor2_1	55
nand2b_1	11
a211oi_1	11
o21ai_0	9
xnor2_1	18
o211ai_1	9
a21oi_1	15
o21a_1	12
ha_1	57
nand3_1	11
dfxtp_1	84
nor2b_1	27
nor3_1	17
inv_1	37
xor2_1	18
[final cells by class]
class / count / share of cell area (%)
clock buffer: 9 / 2.48
clock inverter: 7 / 1.43
inverter: 37 / 2.78
multi-input combinational: 364 / 54.9
sequential: 84 / 33.6
tap: 108 / 2.70
timing repair buffer: 11 / 2.05
[report_power, final]
part	switching [µW]	internal (µW)	total (µW)
sequential	17.3	880	897
clock	361	256	618
combinational	51.9	54.5	106
[worst max-delay path: cells and delay by family, from the launching register on]
kind,cells,cell delay (ns)
adders and majority gates,1,0.30
AOI/OAI and AO/OA,2,0.60
buffers and inverters,2,0.52
DFF,1,0.36
and+or+nand+nor,2,0.16
[final timing paths]
path,startpoint,endpoint,slack (ns)
hold reg to reg,genblk1[1].de_enc0_b.prev_input$_SDFFE_PP0P_,genblk1[1].de_enc0_b.debounced$_SDFFE_PP0P_,0.47
hold / removal,genblk1[1].de_enc0_b.prev_input$_SDFFE_PP0P_,genblk1[1].de_enc0_b.debounced$_SDFFE_PP0P_,0.47
setup / recovery,genblk1[0].encoder0.value[7]$_SDFF_PP0_,pwm0_out,0.84
setup reg to reg,genblk1[2].de_enc0_b.debounced$_SDFFE_PP0P_,genblk1[2].encoder0.value[5]$_SDFF_PP0_,1.24
[metal layers]
metal | vias up | routed length, µm | GRT usage [%]
met2 | 30 | 2960 | 25.7
met5 | - | 0 | 0
li1 | 1756 | - | -
met1 | 1435 | 3880 | 25.3
met4 | 0 | 73 | 1.72
met3 | 5 | 221 | 2.62
[registers in the layout (all words and copies together) (netlist names)]
| register | cells |
|---|---|
| genblk1.encoder0.old_a | 3 |
| genblk1.de_enc0_a.debounced | 3 |
| genblk1.de_enc0_b.debounced | 3 |
| genblk1.de_enc0_a.prev_input | 3 |
| genblk1.encoder0.value | 24 |
| genblk1.de_enc0_b.prev_input | 3 |
| genblk1.encoder0.old_b | 3 |
| genblk1.de_enc0_a.counter | 9 |
| genblk1.pwm0.count | 24 |
| genblk1.de_enc0_b.counter | 9 |
[kinds of logic (layout without fill, tap and decap cells)]
family                     count (synthesis)  count (layout)  synth area share, %
adders and majority gates                 60              60                 16.7
DFF                                       84              84                 36.4
and+or+nand+nor                          168             168                 19.9
xor gates and xnor gates                  36              36                 6.82
buffers and inverters                     52              64                 4.25
AOI/OAI and AO/OA                         85              85                 12.6
muxes                                     15              15                 3.27
[cells in the final DEF (no fill, tap or decap), types with 4 or more instances in the layout]
cell type / count
a211oi_1: 11
a21o_1: 15
a21oi_1: 15
and3_1: 4
clkbuf_8: 9
clkdlybuf4s50_1: 9
dfxtp_1: 84
ha_1: 57
inv_1: 37
inv_8: 4
mux2i_1: 14
nand2_1: 11
nand2b_1: 11
nand3_1: 11
nor2_1: 55
nor2b_1: 27
nor3_1: 17
nor3b_1: 10
o211ai_1: 9
o21a_1: 12
o21ai_0: 9
xnor2_1: 18
xor2_1: 18
[through the flow]
| step | hold WS [ns] | cell area, µm² | utilization, % |
|---|---|---|---|
| 2_1_floorplan | 0.421 | 4620 | - |
| 3_3_place_gp | 0.441 | 4800 | 54.3 |
| 3_5_place_dp | 0.454 | 4800 | 54.3 |
| 4_1_cts | 0.476 | 5000 | 56.5 |
| 5_1_grt | 0.485 | 5000 | 56.5 |
| 6_report | 0.472 | 5000 | 56.5 |
Power is estimated from default activity; no workload was simulated.
